<file path="flow/config.mk">
export PLATFORM = sky130hd
export DESIGN_NAME = trigger_top_module
export DESIGN_NICKNAME = trigger_top_module
export VERILOG_FILES = /design/flow/design.v
export SDC_FILE = /design/flow/constraint.sdc
export NUM_CORES = 4
export LEC_CHECK = 1
export CORE_AREA = 10 10 70 70
export DIE_AREA = 0 0 80 80
</file>
<file path="flow/design.v">
module trigger_d_module (
    input logic d,
    input logic clk,
    input logic rst,
    output logic q
);
always @(posedge clk) begin
    if (rst) q <= 0;
    else q <= d;
end
endmodule
module trigger_top_module (
    input logic [9:0] inBus,
    input logic clk, rst,
    output logic [9:0] outBus
  );
  genvar i;
  generate 
    for (i = 0; i < 10; i++)
    begin
      trigger_d_module  trigger_d (
        .d(inBus[i]),
        .clk(clk),
        .q(outBus[i]),
        .rst(rst)
      );
    end 
  endgenerate 
endmodule
</file>
<file path="flow/run.sh">
#!/bin/bash
# OpenROAD 26Q1-2900-gdf79404cd8, Yosys 0.63+post, stock flow scripts
make -C /OpenROAD-flow-scripts/flow DESIGN_CONFIG=/design/flow/config.mk WORK_HOME=/design/flow/orfs finish
</file>
<file path="flow/constraint.sdc">
current_design trigger_top_module

set clk_period 1.0
set clk_io_pct 0.2

create_clock -name clk0 -period $clk_period [get_ports {clk}]

set non_clock_inputs [all_inputs -no_clocks]
set_input_delay [expr $clk_period * $clk_io_pct] -clock clk0 $non_clock_inputs
set_output_delay [expr $clk_period * $clk_io_pct] -clock clk0 [all_outputs]
</file>
==> flow_metrics.env <==
# source this file to load flow results
export IMPL_drtIter0Drc=2
export IMPL_grt_pass1_wl_um=1230
export IMPL_instances_no_fill=92
export IMPL_initial_core_util=0.0989
export IMPL_maxSlewHeadroom=0.918
export IMPL_cts_tree="done"
export IMPL_ys_sh_mux=0
export IMPL_critPathLaunchType="register"
export IMPL_largest_reg_flops=10
export IMPL_simple_gate_share=0.185
export IMPL_fin_crit_sh=0.939
export IMPL_path_delay_family="flip-flops"
export IMPL_adder_share=0
export IMPL_cts_sinks=10
export IMPL_hold_violations=0
export IMPL_worstPathCellList="clkdlybuf4s15_1"
export IMPL_overflow=0
export IMPL_cpPeakStageDelay_ns=0.31
export IMPL_largest_register="genblk1.trigger_d.q"
export IMPL_avgSynthCellArea_um2=11.3
export IMPL_routed_wl_um=830
export IMPL_drtPass1Iterations=3
export IMPL_critPathCaptureType="primary output"
export IMPL_worstPathMaxFanout=1
export IMPL_setup_violations=0
export IMPL_warnings=25
export IMPL_worstMarginPinSlew_ns=0.123
export IMPL_vias=218
export IMPL_grt_pass1_vias=258
export IMPL_top_cell_area_share=0.593
export IMPL_nFillCells=385
export IMPL_numCtsBuffers=3
export IMPL_routedWlPerCell_um=9.02
export IMPL_ctsResizeCount=18
export IMPL_synth_top_cell_by_area="dfxtp_1"
export IMPL_synth_distinct_cells=3
export IMPL_ys_cells=30
export IMPL_whs_ns=0.487
export IMPL_outcome="finished, final reports clean"
export IMPL_max_freq_ghz=1.07
export IMPL_synth_area_um2=338
export IMPL_antenna_cells=0
export IMPL_grt_max_degree=11
export IMPL_maxSlewViolCount=0
export IMPL_io_pins=22
export IMPL_core_um2=3420
export IMPL_rsz0062_at_grt="false"
export IMPL_syn_to_final_growth_pct=74.4
export IMPL_die_width_um=80
export IMPL_cts_root_buffer="clkbuf_4"
export IMPL_cts_setup_buffers=0
export IMPL_drc=0
export IMPL_required_ns=0.80
export IMPL_reg_top3="genblk1.trigger_d.q: 10 flops"
export IMPL_synth_xor_xnor_area_share=0
export IMPL_max_cap_violations=0
export IMPL_yosysSeqAreaShare=0.593
export IMPL_worstSetupPathType="register to primary output"
export IMPL_clock_path_buffers=2
export IMPL_holdCritPathClass="input pin to register"
export IMPL_drive_gt1_frac=0.152
export IMPL_synthTopCellsByArea="dfxtp_1, buf_4, nor2b_1"
export IMPL_cpMaxStageDelayCell="dfxtp_1"
export IMPL_ir_worst_vdd_v=0.000315
export IMPL_cts_hold_buf=0
export IMPL_die_h_um=80
export IMPL_yosys_warnings=1
export IMPL_p_leak_nw=0.225
export IMPL_core_rowCount=21
export IMPL_cp_arrival_ns=0.74
export IMPL_ant_nets=0
export IMPL_h_tree_depth=1
export IMPL_dp_cells=88
export IMPL_clk_pin_slew_worst_paths_ns=0.06
export IMPL_ys_flops=10
export IMPL_syn_inst=30
export IMPL_fin_crit_ns=0.939
export IMPL_port_buffers=21
export IMPL_antenna_found_initial=0
export IMPL_synth_compound_area_share=0
export IMPL_via_per_inst=2.37
export IMPL_logic_family="buffers and inverters"
export IMPL_ys_chip_area_um2=338
export IMPL_grtUsageTotal=0.0251
export IMPL_gp_congestion=0.695
export IMPL_die_area_um2=6400
export IMPL_power_density_nw_per_um2=1480
export IMPL_crit_buf_inv=1
==> worst paths after layout <==
path / start / endpoint / slack [ns] / depth (start not counted)
hold / removal: inBus[1] / genblk1[1].trigger_d.q / 0.49 / 2
setup / recovery: genblk1[2].trigger_d.q / outBus[2] / 0.06 / 1
==> metal layers <==
layer	GRT usage	routed length, um
met1	0.0216	261
met2	0.0498	490
met3	0.00682	51
met4	0.0141	27
met5	0	0
==> layout by cell type (no fill, tap or decap), drive strengths merged <==
cell type and n:
clkdlybuf4s15 10, clkbuf 4, nor2b 10, buf 1, dfxtp 10, clkdlybuf4s50 11
==> cell type report <==
class / count / area [um^2] / area share
Timing Repair Buffer: 22 / 230 / 0.391
Sequential cell: 10 / 203 / 0.344
Multi-Input combinational cell: 10 / 62.6 / 0.106
Tap cell: 46 / 57.6 / 0.0977
Clock buffer: 4 / 36.3 / 0.0616
==> metrics by stage <==
stage	total power [mW]	instance area [um^2]	setup TNS, ns	utilization	worst slack (ns)
6_report	0.870	589	0	0.173	0.0611
5_1_grt	0.915	589	0	0.173	0.000985
4_1_cts	0.889	584	0	0.171	0.00318
3_5_place_dp	0.544	551	-0.0172	0.161	-0.00675
3_3_place_gp	0.542	551	0	0.161	0.0128
2_1_floorplan	0.469	338	0	-	0.420
==> kinds of logic (layout without fill, tap and decap cells) <==
kind of cell  count (synthesis)  count (layout)
buf+inv                      10              26
flops                        10              10
simple gates                 10              10
==> synthesized netlist by cell type, drive strengths merged <==
| cell | number |
|---|---|
| buf | 10 |
| dfxtp | 10 |
| nor2b | 10 |
==> where the power goes <==
| group | internal [mW] | total (mW) | switching (mW) |
|---|---|---|---|
| logic | 0.0782 | 0.0968 | 0.0186 |
| clock network | 0.221 | 0.347 | 0.127 |
| registers | 0.421 | 0.426 | 0.00513 |
| total | 0.719 | 0.870 | 0.151 |
No activity file was given, so power comes from the tool's default toggle rates.
