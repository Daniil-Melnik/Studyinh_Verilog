==> flow/design.v <==
module registr_module (
    input logic in,
    input logic clk,
    input logic [4:0] rst,
    output logic out
  );
  logic [3:0] Bus = 4'b0000;
  trigger_d_module  trigger_d_0 (
                      .d(in),
                      .clk(clk),
                      .q(Bus[0]),
                      .rst(rst[0])
                    );
  trigger_d_module  trigger_d_1 (
                      .d(Bus[0]),
                      .clk(clk),
                      .q(Bus[1]),
                      .rst(rst[1])
                    );
  trigger_d_module  trigger_d_2 (
                      .d(Bus[1]),
                      .clk(clk),
                      .q(Bus[2]),
                      .rst(rst[2])
                    );
  trigger_d_module  trigger_d_3 (
                      .d(Bus[2]),
                      .clk(clk),
                      .q(Bus[3]),
                      .rst(rst[3])
                    );
  trigger_d_module  trigger_d_4 (
                      .d(Bus[3]),
                      .clk(clk),
                      .q(out),
                      .rst(rst[4])
                    );
endmodule
module trigger_d_module (
    input logic d,
    input logic clk,
    input logic rst,
    output logic q
);
always @(posedge clk) begin
    if (rst) q <= 0;
    else q <= d;
end
endmodule
==> flow/run.sh <==
#!/bin/bash
# OpenROAD 26Q1-2900-gdf79404cd8, Yosys 0.63+post, stock flow scripts
make -C /OpenROAD-flow-scripts/flow DESIGN_CONFIG=/design/flow/config.mk WORK_HOME=/design/flow/orfs finish
==> flow/config.mk <==
export PLATFORM = sky130hd
export DESIGN_NAME = registr_module
export DESIGN_NICKNAME = registr_module
export VERILOG_FILES = /design/flow/design.v
export SDC_FILE = /design/flow/constraint.sdc
export NUM_CORES = 4
export LEC_CHECK = 1
export CORE_AREA = 10 10 70 70
export DIE_AREA = 0 0 80 80
export SYNTH_HDL_FRONTEND = slang
==> flow/constraint.sdc <==
current_design registr_module

set clk_period 1.0
set clk_io_pct 0.2

create_clock -name clk0 -period $clk_period [get_ports {clk}]

set non_clock_inputs [all_inputs -no_clocks]
set_input_delay [expr $clk_period * $clk_io_pct] -clock clk0 $non_clock_inputs
set_output_delay [expr $clk_period * $clk_io_pct] -clock clk0 [all_outputs]
==> flow_summary.yaml <==
# implementation run metrics
timing:
  relSlewSlack_pct: 92.4
  min_period_over_period_pct: 91.3
  drv_slew: 0
  finalHoldViolCount: 0
  tightest_slew_ps: 114
  min_period_ps: 913
  rsz0062_at_grt: "false"
  fin_tns_setup_ps: 0
  fin_worst_skew_ps: 1.79
  max_freq_mhz: 1100
  setup_viol: 0
synth:
  yosys_warnings: 0
  ys_area_um2: 169
  syn_inst: 10
  ys_seq_share_pct: 59.3
  yosys-top-cells-area: "dfxtp_1 (59%), nor2b_4 (41%)"
  netlist.area_leader.share_pct: 59.3
  synth_area_um2: 169
  top_area_cell: "dfxtp_1"
  synth_cell_types: 2
  yosys-top-cells-count: "dfxtp_1 (5), nor2b_4 (5)"
  edf_count: 0
  ys.flops: 5
  ys_cells: 10
  syn_avg_cell_area_um2: 16.9
  ys.flop_type: "dfxtp_1"
  synth-async-reset-ratio_pct: 0
drt:
  drc: 0
  drt_iter0_drc: 1
  ant_nets: 0
  vias_per_cell: 1.55
  num_antenna_cells: 0
  wl_per_cell_um: 4.91
  routed_wl_um: 329
  num_vias: 104
  drt-pass1-iter-count: 2
clocking:
  clk_root_buffer_cell: "clkbuf_4"
  numCtsBuffers: 3
  cts_resized: 1
  htreeDepth: 1
  worstSkewPairLatency_ps: 240
  cts_buffer_depth: 2
  cts_sinks: 5
  cts_tree: "yes"
  postCtsSetupBuffers: 0
  ctsHoldBuffers: 0
  cts.clk_slew.worst_paths_ps: 40
placed_design:
  place.port_buffers: 7
  hpwl_um: 286
  gp_congestion: 0.630
setup_path:
  r2r_start: "trigger_d_2.q$_SDFF_PP0_"
  cp_slowest_cell: "dfxtp_2"
  cp_cell_sequence: "clkdlybuf4s15_1"
  cp.depth: 1
  arrival_ps: 710
  crit_path_end_kind: "output port"
  critPathTopFamily: "flip-flops"
  critPathBufInv: 1
  max_stage_delay_ps: 310
  r2r_slack_ps: 490
  start_kind: "flop"
  critPathCapture: "out"
  worstReg2RegEnd: "trigger_d_3.q$_SDFF_PP0_"
  critPathRequiredTime_ps: 800
  cp_max_fo: 1
  crit_type: "reg -> out"
  startpoint: "trigger_d_4.q$_SDFF_PP0_"
  r2r_cells: 1
final_layout:
  area_delta_synth_final_pct: 91.9
  drive_above_1_share_pct: 42.9
  fillers: 408
  fin_util_pct: 9.49
die:
  die_h_um: 80
  boundaryPins: 8
  row_count: 21
  fp.dieW_um: 80
  core_area_mm2: 0.00342
  fp-utilization_pct: 4.95
  die-area_mm2: 0.00640
global_routing:
  overflow: 0
  grt_pass1_vias: 145
  grt_max_degree: 4
  grtUsageTotal_pct: 1.34
  grt_antenna_before_repair: 0
  grt_pass1_wl_um: 621
worst_hold_path:
  hold_path_class: "reg -> reg"
  holdCritStartpoint: "trigger_d_3.q$_SDFF_PP0_"
power_and_ir_drop:
  p_per_area_mw_per_mm2: 1470
  max-vdd-ir-drop_v: 0.000550
  leakage_nw: 0.105
run:
  warnings: 25
  cap_viol_max_count: 0
status:
  status: "finished clean"
## kinds of logic (layout without fill, tap and decap cells)
kind of cell / count (synthesis) / in the layout / synth area share [%]
buffers and inverters: 0 / 11 / 0
and+or+nand+nor: 5 / 5 / 40.7
DFF: 5 / 5 / 59.3
## registers in the layout, indices dropped and copies added, names as in the netlist
signal         count
trigger_d_0.q      1
trigger_d_1.q      1
trigger_d_2.q      1
trigger_d_3.q      1
trigger_d_4.q      1
## final cells by class
type	instances	area [um^2]	share of cell area (%)
Timing Repair Buffer	7	70.1	21.6
Clock buffer	4	26.3	8.11
Tap cell	46	57.6	17.8
Multi-Input combinational cell	5	68.8	21.2
Sequential cell	5	101	31.3
## cells in the final DEF (no fill, tap or decap)
master	Yosys	routed
clkdlybuf4s50_1	0	6
nor2b_4	5	5
dfxtp_1	5	4
clkbuf_4	0	3
clkbuf_1	0	1
clkdlybuf4s15_1	0	1
dfxtp_2	0	1
## power by group
group	leakage, nW	switching (mW)	internal (mW)
clock network	0.0150	0.0768	0.150
logic	0.0491	0.00968	0.0307
registers	0.0414	0.00147	0.206
## metal layers
layer,track usage (%),up-vias,routed length [um]
li1,-,51,-
met1,1.20,44,145
met2,1.61,9,109
met3,2.05,0,75
met4,0.352,0,0
met5,0,-,0
## worst min path at each step
stage / end / depth (start not counted)
4_1_cts: trigger_d_4.q$_SDFF_PP0_ / 1
5_1_grt: trigger_d_4.q$_SDFF_PP0_ / 1
6_report: trigger_d_4.q$_SDFF_PP0_ / 1
## stage by stage
stage	cell area (um^2)	setup WS [ps]	cells	hold WS, ps	total power, mW
finish	324	87.2	67	435	0.475
global route	324	30.9	67	445	0.516
CTS	322	21.1	67	444	0.488
detailed placement	297	36.3	63	436	0.252
global placement	297	41.1	63	430	0.251
floorplan	169	510	10	264	0.221
Power is estimated from default activity; no workload was simulated.
