$ cat design.v
`timescale 1ns / 1ps
module counter_module(
    input logic clk,
    output logic out
    );
    logic [24:0] bus;
    always @(posedge clk) begin
        bus <= bus + 1;
        out <= bus[22];
    end
endmodule
$ cat run.sh
#!/bin/bash
# OpenROAD 26Q1-2900-gdf79404cd8, Yosys 0.63+post, stock flow scripts
make -C /OpenROAD-flow-scripts/flow DESIGN_CONFIG=/design/flow/config.mk WORK_HOME=/design/flow/orfs finish
$ cat config.mk
export PLATFORM = sky130hd
export DESIGN_NAME = counter_module
export DESIGN_NICKNAME = counter_module
export VERILOG_FILES = /design/flow/design.v
export SDC_FILE = /design/flow/constraint.sdc
export NUM_CORES = 4
export LEC_CHECK = 1
export CORE_AREA = 10 10 88 88
export DIE_AREA = 0 0 98 98
$ cat constraint.sdc
current_design counter_module

set clk_period 4.0
set clk_io_pct 0.2

create_clock -name clk0 -period $clk_period [get_ports {clk}]

set non_clock_inputs [all_inputs -no_clocks]
set_input_delay [expr $clk_period * $clk_io_pct] -clock clk0 $non_clock_inputs
set_output_delay [expr $clk_period * $clk_io_pct] -clock clk0 [all_outputs]
==> results.cfg <==
; physical design summary
[timing]
rsz0062_at_grt = no
fin_skew_ns = 0.00113
finalCriticalPeriod_ns = 1.82
min_period_over_period = 0.454
setup_ws_ns = 2.18
clock.fmax_mhz = 550
tightest_slew_ns = 0.423
finalSetupViolCount = 0
finalMaxSlewViolations = 0
hold_viol = 0
tns_ns = 0
slew-limit-headroom = 0.716

[yosys]
yosysMostFrequentCell = dfxtp_1
ys_warn_count = 1
edf_count = 0
ys_chip_area_um2 = 931
yosysTopAreaCell = dfxtp_1
synthArstFlopShare = 0
syn_avg_cell_area_um2 = 10.6
synth-seq-cells = 24
top_cells_by_count = 24 x dfxtp_1, 11 x xnor2_1, 10 x nand2_1, 10 x xor2_1, 7 x nand3_1
flop_cell = dfxtp_1
ys_types = 17
top_cells_by_area = dfxtp_1 52%, xnor2_1 10%, xor2_1 9.4%
synth_area_um2 = 931
netlist.area_leader.share = 0.516
postSynthSeqShare = 0.516
syn_inst = 88
ys_cells = 88

[drt]
dr.pass1.iters = 2
drt_iter0_drc = 29
final_antenna_net_count = 0
dr_total_vias = 542
remaining_drc_errors = 0
wl_um = 1190
met2_wirelength_um = 456
met1_length_um = 683
via_per_inst = 3.23
top_layer = met4
wl_met3_um = 25
avgRoutedWirePerCell_um = 7.11
n_antenna_cell = 0

[setup_path]
reg2reg_from = bus[0]$_DFF_P_
critPathTopFamily = buffers and inverters
r2r_end = bus[18]$_DFF_P_
end_kind = primary output
startpoint_type = flop
crit_end = out
cp.required_ns = 3.20
cp-startpoint = out$_DFF_P_
rrSetupSlack_ns = 2.49
critPathKind = flop to primary output
r2r_cells = 5
crit_buf_inv = 1
path_depth = 1
crit_fanout = 1
slowest_stage = clkdlybuf4s50_1
path_cells = clkdlybuf4s50_1
slowest_delay_ns = 0.45
cp_data_arrival_time_ns = 1.02

[clock_network]
cts_setup_buffers = 0
cts_root_buffer = clkbuf_8
cts_hold_buf = 0
cts-resized-gates = 0
path_clk_slew_ns = 0.08
clockBufferDepth = 2
cts_tree = built
cts_num_sinks = 24
cts_buffers = 3
htreeDepth = 1
clk_latency_ns = 0.26

[global_route]
grt.total_usage = 0.0244
antenna_found_initial = 0
grt_pass1_vias = 480
grt_pass1_wl_um = 2150
gr-total-overflow = 0
grt_max_degree = 14

[placement]
gp_congestion = 0.745
placed_cell_area_um2 = 1030
hpwl_um = 899
place_inst = 164
dpl_worst_slack_ns = 2.46
io_buffers = 1

[worst_hold_path]
hp-class = flop to flop
min_from = bus[22]$_DFF_P_

[floorplanning]
rows = 28
fp_util = 0.157
core_um2 = 5920
dieWidth_um = 98
ios = 2
die_h_um = 98
dieArea_um2 = 9600

[final_layout]
final_layout_size_suffix_gt1_frac = 0.140
design_area_um2 = 1090
area_delta_synth_final_pct = 17.1
final-instance-count-excl-fill = 168

[job]
tool_warnings = 25
max-cap-violations = 0

[pwr]
power_density_nw_per_um2 = 366
leakage_nw = 0.408
ir_worst_vdd_v = 0.000216

[outcome]
status = complete, no violations
[registers in the layout (all words and copies together) (netlist names)]
signal,cells
out,1
bus,23
[cells by family (layout without fill, tap and decap cells)]
logic type / after synthesis / in the layout / share of synthesized area
AND/OR/NAND/NOR: 40 / 40 / 0.265
flip-flops: 24 / 24 / 0.516
XOR/XNOR: 21 / 21 / 0.198
buffers and inverters: 2 / 7 / 0.00807
adder cells (fa/ha/maj): 1 / 1 / 0.0134
[metal layers]
metal	track usage	up-vias
met5	0	-
met4	0.00559	0
met3	0.00711	2
met2	0.0320	5
met1	0.0377	231
li1	-	304
[power by group]
group	switching (mW)	internal, mW	leakage (nW)
Clock	0.0730	0.0877	0.0288
Sequential	0	0.239	0.193
Combinational	0	0	0.186
[placed cells by master, fill, tap and decap left out, types with 3 or more instances in the layout]
cell type  count
nand3_1        7
dfxtp_1       24
nand4_1        3
xnor2_1       11
nor4_2         3
clkbuf_8       4
nand4_2        3
nor2_1         6
nand2_1       10
xor2_1        10
[how the worst min path moves through the flow]
stage	end	slack [ns]	cells past startpoint
CTS	out$_DFF_P_	0.37	0
global route	out$_DFF_P_	0.38	0
finish	out$_DFF_P_	0.37	0
[area by class of cell]
type | count | area, um2
Inverter | 2 | 7.51
Sequential cell | 24 | 480
Fill cell | 629 | 4830
Multi-Input combinational cell | 62 | 443
Tap cell | 75 | 93.8
Timing Repair Buffer | 1 | 10.0
Clock buffer | 4 | 55.1
[through the flow]
stage | util | hold slack, ns | power, mW
floorplan | - | 0.349 | 0.244
global placement | 0.175 | 0.356 | 0.244
detailed placement | 0.175 | 0.361 | 0.244
CTS | 0.184 | 0.370 | 0.404
global route | 0.184 | 0.385 | 0.417
finish | 0.184 | 0.368 | 0.399
No activity file was given, so power comes from the tool's default toggle rates.
